--- flow/config.mk ---
export PLATFORM = sky130hd
export DESIGN_NAME = uart_tx
export DESIGN_NICKNAME = uart_tx
export VERILOG_FILES = /design/flow/design.v
export SDC_FILE = /design/flow/constraint.sdc
export NUM_CORES = 4
export LEC_CHECK = 1
export CORE_AREA = 10 10 99 99
export DIE_AREA = 0 0 109 109
--- flow/constraint.sdc ---
current_design uart_tx

set clk_period 4.1
set clk_io_pct 0.2

create_clock -name clk0 -period $clk_period [get_ports {clock}]
create_clock -name clk1 -period $clk_period [get_ports {rst}]

set non_clock_inputs [all_inputs -no_clocks]
set_input_delay [expr $clk_period * $clk_io_pct] -clock clk0 $non_clock_inputs
set_output_delay [expr $clk_period * $clk_io_pct] -clock clk0 [all_outputs]
--- flow/design.v ---
module baud_gen(
  input [1:0] baud_rate,
  input rst, clock,  
  output reg baud_out
);
reg [13:0] count;
always @(posedge clock or negedge rst) begin
    if (~rst) begin
        baud_out <= 1'b0;    
        count <= 14'd0; 
    end else begin
        case (baud_rate)
            2'b00: begin
                if (count < 14'd13003) begin
                    count <= count + 1'b1; 
                    baud_out <= 1'b0;          
                end else begin
                    count <= 14'd0;        
                    baud_out <= 1'b1;         
                end
            end
            2'b01: begin
                if (count < 10'd651) begin
                    count <= count + 1'b1; 
                    baud_out <= 1'b0;          
                end else begin
                    count <= 10'd0;        
                    baud_out <= 1'b1;         
                end
            end
            2'b10: begin
                if (count < 9'd326) begin
                    count <= count + 1'b1; 
                    baud_out <= 1'b0;          
                end else begin
                    count <= 9'd0;        
                    baud_out <= 1'b1;         
                end
            end
            2'b11: begin
                if (count < 8'd162) begin
                    count <= count + 1'b1; 
                    baud_out <= 1'b0;          
                end else begin
                    count <= 8'd0;        
                    baud_out <= 1'b1;         
                end
            end
        endcase
    end
end
endmodule
module frame_gen(
    input rst,
    input [7:0] data_in,
    output reg parity_out , 
    input [1:0] parity_type,
    input stop_bits, data_length,  
    output reg [11:0] frame_out
);
wire parity;
assign parity = ^data_in;
reg [3:0] length  = 4'd7;
parameter idle = 1'b1;
reg  start = 1'b0;
reg [1:0] stop = 1'b1;
always @(negedge rst)
begin
    frame_out = 10'd0;      
    parity_out = 1'b0;
end
always @(*) begin
    if (data_length) begin
        length = 4'd8;
        end
    else
        begin
        length = 4'd7;
        end
end
always @(*) begin
    if (stop_bits)
    stop = 2'b11;
else
    stop = 1'b1;
end
 always@(*)
    begin
     begin
			case (parity_type)
				2'b00:  
							parity_out = 1'b0;  
				2'b01:  
					begin
						if (parity)
							parity_out = 1'b0;
						else
							parity_out = 1'b1;
					end
				2'b10:  
					begin
						if (parity)
							parity_out = 1'b1;
						else
							parity_out = 1'b0;
					end
				2'b11:     
					begin
						if (parity)
							parity_out = 1'b0;
						else
							parity_out = 1'b1;
					end 
			endcase
        end
    end
always @(*)
begin
		if (parity_type == 1'b00 ||  parity_type == 1'b11)
           frame_out = {start, data_in[7:0], stop, idle};
		else frame_out = {start, data_in[7:0],parity_out,stop};
end
endmodule
module parity (
    input rst,
    input [7:0] data_in, 
    input [1:0] parity_type,
    output reg parity_out
);
    wire parity;
    assign parity = ^data_in;  
    always @(negedge rst)
    begin
        if (~rst) begin
        parity_out = 1'b0;
        end    
    end
    always@(*)
    begin
     begin
			case (parity_type)
				2'b00:  
							parity_out = 1'b0;  
				2'b01:  
					begin
						if (parity)
							parity_out = 1'b0;
						else
							parity_out = 1'b1;
					end
				2'b10:  
					begin
						if (parity)
							parity_out = 1'b1;
						else
							parity_out = 1'b0;
					end
				2'b11:     
					begin
						if (parity)
							parity_out = 1'b0;
						else
							parity_out = 1'b1;
					end 
			endcase
        end
    end
endmodule
module piso(
    input [11:0] frame_out,
    input [1:0]  parity_type,
    input stop_bits, data_length, send, baud_out, rst,
    output reg  data_out, P_parity_out, tx_active, tx_done
);
reg [4:0] count;
reg [10:0] s_data;
wire count_max;
always @(posedge baud_out or negedge rst) begin 
    if(~rst) begin
        s_data   <= 0;
    end
    else if (send) begin
        s_data   <= frame_out;
    end
end
always @(posedge baud_out)
begin
    if (count_max)
        begin
            data_out = 0;
            tx_active = 0;
        end
        else
            begin
                data_out = s_data [count];
                tx_active = 1;
            end
end
always@(posedge baud_out or negedge rst)
       begin
          if(!rst)
            count <= 4'b1000;
          else if (~send)
            begin
                count    <= 4'b0 ;
            end         
          else if (!count_max)
            begin
                count    <= count + 4'b1 ;
            end
       end
   assign count_max = ( count == 4'b1011 );
   assign tx_done  = count_max;
always @(posedge baud_out or negedge rst) begin
    if (~rst)
    P_parity_out = 1'b0;
    else begin
    case (parity_type)                   
        2'b00:
        P_parity_out = 1'b0; 
        2'b01:
        P_parity_out = 1'b1;
        2'b10:
        P_parity_out = 1'b1;
        2'b11:
        P_parity_out = 1'b0;
    endcase
    end
end
endmodule
module uart_tx(
	input 		clock, rst, send,
	input [1:0]	baud_rate,
	input [7:0] data_in, 
	input [1:0] parity_type, 	 
	input 		stop_bits, 		 
	input 		data_length, 	 
	output	data_out, 		 
	output	p_parity_out, 	 
	output	tx_active, 		 
	output	tx_done 		 
);
	wire parity_out, baud_out;
	wire [11:0] frame_out;
	parity		parity_gen1 (rst, data_in, parity_type, parity_out);
	frame_gen	frame_gen1  (rst, data_in, parity_out, parity_type, stop_bits, data_length, frame_out);
	baud_gen	baud_gen1	(baud_rate, rst, clock, baud_out);
	piso		shift_reg1	(frame_out, parity_type, stop_bits, data_length, send, baud_out,
							rst, data_out, p_parity_out, tx_active, tx_done);
endmodule
--- flow/run.sh ---
#!/bin/bash
# OpenROAD 26Q1-2900-gdf79404cd8, Yosys 0.63+post, stock flow scripts
make -C /OpenROAD-flow-scripts/flow DESIGN_CONFIG=/design/flow/config.mk WORK_HOME=/design/flow/orfs finish
==> impl_metrics.yaml <==
# flow metrics
grt:
  antenna_found_initial: 0
  grt_util_all_layers_pct: 3.99
  grt_max_degree: 16
  grt_pass1_wl_um: 3930
  overflow: 0
  grt_pass1_vias: 961
placed_design:
  gp_congestion: 0.807
  dpl.hpwl_um: 1520
  pre_cts_slack_ns: 1.19
  io_buffers: 8
  placed_area_um2: 1330
final_timing:
  setup-tns-final_ns: 0
  rsz0062_at_grt: "no"
  setup_viol: 0
  worstMarginPinSlew_ns: 0.658
  skew_ns: 0.00615
  final_hold_viol_count: 15
  finalWorstSetupSlack_ns: 1.41
  unclocked_pins: 7
  slew_headroom_pct: 56.0
  untimed_endpoints: 10
  whs_ns: -0.312
  drv_slew: 0
critical_path:
  critPathArrivalTime_ns: 2.85
  worstSetupStartpointType: "primary input"
  path_max_fanout: 15
  end_kind: "flip-flop"
  reg2reg_from: "baud_gen1.count[12]"
  crit_type: "primary input to flip-flop"
  required_ns: 4.27
  crit_start: "baud_rate[0]"
layout:
  fin_util_pct: 18.5
  drive_gt1_share_pct: 8.46
  post-route-cell-area_um2: 1430
  syn_to_final_growth_pct: 23.6
status:
  status: "complete, but fails checks"
  failed_checks: "hold timing"
hold_path:
  hold_class: "clock port to asynchronous set/reset pin"
pwr:
  p_seq_share_pct: 35.4
  power_switching_w: 0.000199
  clkPwrFrac_pct: 53.6
  vdd_drop_max_mv: 0.136
  comb_power_share_pct: 11.0
  sw_frac_of_total_pct: 38.0
  internal-power_w: 0.000325
  p_leak_nw: 0.561
  power_density_nw_per_um2: 367
die:
  core_um2: 7730
  fp-row-count: 32
  chip_area_um2: 11900
  ios: 21
  die_y_um: 109
  die_x_um: 109
  initCoreUtil_pct: 14.9
routing:
  route.met2.wl_um: 934
  drt-met1-wl_um: 1030
  dr.pass1.iters: 4
  via_count: 852
  highest_layer: "met4"
  diodes: 0
  avgViaCountPerCell: 3.67
  avgRoutedWirePerCell_um: 9.24
  drt_drc_violations_left: 0
  wl_met3_um: 156
  wirelength_um: 2140
  ant_nets: 0
  drt_iter0_drc: 43
yosys:
  yosys_warnings: 30
  seq_area_frac_synth_pct: 47.3
  synth-seq-cells: 22
  netlist_top_cells_area: "dfrtp_1, xor2_1, nor2_1"
  synth_area_um2: 1150
  avgSynthCellArea_um2: 9.70
  largest_area_cell: "dfrtp_1"
  ff_type: "dfrtp_1"
  yosys_cells: 119
  synthCells: 119
  synth_chip_area_um2: 1150
  synth_cell_types: 38
  synthArstFlopShare_pct: 95.5
  top_cells_by_count: "dfrtp_1, nor2_1, xor2_1"
  synth_dominant_cell_count: "dfrtp_1"
  synth-edff-count: 0
  yosysTopAreaCellShare_pct: 43.3
cts:
  cts_tree: "yes"
  path_clk_slew_ns: 0.06
  postCtsHoldBufs: 0
  cts-resized-gates: 0
  postCtsSetupBuffers: 0
flow_run:
  max-cap-violations: 0
  warnings: 36
[kinds of logic (layout without fill, tap and decap cells)]
logic type,Yosys count,after routing,share of synthesized area (%)
AND-OR/OR-AND,12,12,8.02
multiplexers,1,1,0.867
XOR/XNOR,16,16,12.1
buffers and inverters,8,19,3.68
adder cells (fa/ha/maj),2,2,2.17
flip-flops,22,22,47.3
other,1,1,0.325
AND/OR/NAND/NOR,57,57,25.5
[through the flow]
step | total power (W) | std cells
global placement | 0.000246 | 224
floorplan | 0.000229 | 119
finish | 0.000524 | 232
CTS | 0.000546 | 232
global route | 0.000576 | 232
detailed placement | 0.000246 | 224
[final timing paths]
| check | end | slack [ns] | cells after the start |
|---|---|---|---|
| worst min register to register | baud_gen1.count[0] | 0.51 | 1 |
| max in group asynchronous | baud_gen1.count[12] | 4.28 | 2 |
| worst max register to register | baud_gen1.count[11] | 1.77 | 5 |
| worst min-delay path | baud_gen1.count[7] | -0.31 | 2 |
| worst max-delay path | baud_gen1.count[11] | 1.41 | 6 |
| min in group clk0 | baud_gen1.count[0] | 0.51 | 1 |
[sequential cells by signal, indices dropped and copies added (netlist names)]
name                     count
baud_gen1.count             14
shift_reg1.count             5
baud_gen1.baud_out           1
shift_reg1.P_parity_out      1
shift_reg1.tx_active         1
[critical path, stage by stage]
cell             delay (ns)
clkdlybuf4s50_1        0.49
or2b_2                 0.31
o41a_1                 0.31
o32ai_1                0.34
o211ai_2               0.36
nor2_1                 0.20
[layout make-up]
class                           instances  area (um2)
Clock buffer                            6        82.6
Clock inverter                          2        13.8
Fill cell                             835        6300
Inverter                                3        11.3
Multi-Input combinational cell         89         566
Sequential cell                        22         547
Tap cell                              102         128
Timing Repair Buffer                    8        80.1
[placed cells by master, fill, tap and decap left out, types with 2 or more instances in the layout]
master | netlist | layout
a2111oi_0 | 2 | 2
and2_1 | 4 | 4
and3_1 | 2 | 2
clkbuf_8 | 0 | 6
clkdlybuf4s50_1 | 0 | 8
dfrtp_1 | 20 | 20
ha_1 | 2 | 2
inv_1 | 3 | 3
nand2_1 | 5 | 5
nand2b_1 | 4 | 4
nand3_1 | 9 | 9
nand4_1 | 3 | 3
nor2_1 | 19 | 19
nor3_1 | 2 | 2
nor4_1 | 2 | 2
o21ai_0 | 3 | 3
xnor2_1 | 6 | 6
xor2_1 | 10 | 10
[routing by layer]
| layer | global-route usage (%) | vias up |
|---|---|---|
| met5 | 0 | - |
| met4 | 1.79 | 0 |
| met3 | 2.69 | 2 |
| met2 | 5.36 | 15 |
| met1 | 4.83 | 408 |
| li1 | - | 427 |
[power groups by stage]
stage     Sequential, W  Combinational, W  Clock [W]
4_1_cts        0.000185         0.0000583   0.000303
5_1_grt        0.000189         0.0000692   0.000318
6_report       0.000185         0.0000578   0.000281
Power is estimated from default activity; no workload was simulated.
